$ cat flow/run.sh
#!/bin/bash
# OpenROAD 26Q1-2900-gdf79404cd8, Yosys 0.63+post, stock flow scripts
make -C /OpenROAD-flow-scripts/flow DESIGN_CONFIG=/design/flow/config.mk WORK_HOME=/design/flow/orfs finish
$ cat flow/config.mk
export PLATFORM = sky130hd
export DESIGN_NAME = init
export DESIGN_NICKNAME = init
export VERILOG_FILES = /design/flow/design.v
export SDC_FILE = /design/flow/constraint.sdc
export NUM_CORES = 4
export LEC_CHECK = 1
export CORE_AREA = 10 10 70 70
export DIE_AREA = 0 0 80 80
$ cat flow/constraint.sdc
current_design init

set clk_period 2.4
set clk_io_pct 0.2

create_clock -name clk0 -period $clk_period [get_ports {clk}]

set non_clock_inputs [all_inputs -no_clocks]
set_input_delay [expr $clk_period * $clk_io_pct] -clock clk0 $non_clock_inputs
set_output_delay [expr $clk_period * $clk_io_pct] -clock clk0 [all_outputs]
$ cat flow/design.v
module init(input logic clk, input logic rst_n,
            input logic en, output logic rdy,
            output logic [7:0] addr, output logic [7:0] wrdata, output logic wren);
logic [1:0] state;  
logic [7:0] i;
logic load;         
    counter c(clk, rst_n, i, load);
    statemachine_mooremachine mooremachine(clk, state, i, en);
    statemachine_combinational combinational(state, load,
                                            rdy,
                                            addr, wrdata, wren, i);
endmodule: init
module counter(input logic clk, input logic rst_n,              
            output logic [7:0] i, input logic load);
            always_ff @(posedge clk) begin
            if (rst_n == 1'b1)
                i <= 8'b00000000;
            else if (load == 1'b1)
                i <= i + 8'b00000001;
            else
                i <= i;
        end
endmodule
module statemachine_mooremachine(input logic clk,
                                output logic [1:0] state, input logic [7:0] i,
                                input logic en);
    logic [1:0] present_state;  
    always @(posedge clk) begin
        if (en == 1'b0) begin  
            present_state = 2'b00;
        end else begin
            case(present_state)
                2'b00: present_state = 2'b01;
                2'b01: present_state = 2'b10;
                2'b10: if (i == 8'b11111111) begin
                    present_state = 2'b11;  
                    end
                    else begin
                    present_state = 2'b10;  
                    end
                2'b11: present_state = 2'b11;
                default: present_state = 2'bxx;
            endcase           
        end
        state = present_state;  
    end
endmodule
module statemachine_combinational(input logic [1:0] state, output logic load,
                                output logic rdy,
                                output logic [7:0] addr, output logic [7:0] wrdata, output logic wren,
                                input logic [7:0] i);
    always @(state or i) begin
        case(state)
        2'b00: begin
            load = 1'b0;             
            addr = 8'b00000000;
            wrdata = 8'b00000000;
            wren = 1'b0;
            rdy = 1'b0;           
        end
        2'b01: begin
            load = 1'b1;             
            addr = i;
            wrdata = i;
            wren = 1'b1;
            rdy = 1'b0;     
        end        
        2'b10: begin
            load = 1'b1;
            addr = i;
            wrdata = i;
            wren = 1'b1;
            rdy = 1'b0;     
        end     
        2'b11: begin
            load = 1'b0;
            addr = 8'b00000000;
            wrdata = 8'b00000000;
            wren = 1'b0;
            rdy = 1'b1;      
        end
        default: begin
            load = 1'bx; 
            addr = 8'bxxxxxxxx;
            wrdata = 8'bxxxxxxxx;
            wren = 1'bx;
            rdy = 1'bx;  
        end
        endcase   
    end
endmodule
==> flow_summary.json <==
{
  "status": "completed",
  "vias": 517,
  "numClockSinks": 12,
  "async_reset_ff_share_pct": 0,
  "placementRows": 21,
  "layout_min_cycle_time_ns": 2.22,
  "cts_hold_buf": 0,
  "yosys_cells": 69,
  "clk_path_buf_depth": 2,
  "ant_nets": 0,
  "hold_viol": 0,
  "htree_levels": 1,
  "cts_buffers": 3,
  "wirelength_mm": 1.35,
  "die_area_mm2": 0.00640,
  "switching_power_mw": 0.0895,
  "max-cap-violations": 0,
  "first_pass_iters": 4,
  "dp_hpwl_mm": 1.04,
  "drt_iter0_drc": 47,
  "power_frac_seq_pct": 52.2,
  "root_buffer": "clkbuf_4",
  "drv_slew": 0,
  "synth.distinct_cells": 19,
  "die_x_um": 80,
  "avgSynthCellArea_um2": 8.40,
  "routed_via_density": 3.98,
  "insertion_delay_ns": 0.27,
  "antenna_found_initial": 0,
  "slew_headroom_pct": 69.6,
  "die_h_um": 80,
  "cts.clk_slew.worst_paths_ns": 0.08,
  "synth-edff-count": 0,
  "wl_per_cell_um": 10.4,
  "tightest_slew_ns": 0.454,
  "hold_path_class": "flip-flop to flip-flop",
  "p_sw_share_pct": 22.1,
  "ys_area_um2": 579,
  "area_growth_pct": 39.7,
  "ys_ff": 12,
  "p_clk_share_pct": 40.6,
  "grt_usage_pct": 4.05,
  "start_kind": "flip-flop",
  "holdWs_ns": 0.450,
  "grt_pass1_vias": 489,
  "required_ns": 1.92,
  "ir_drop_v": 0.000159,
  "cp-end-kind": "primary output",
  "layout-drive-gt1-share_pct": 5.95,
  "syn_inst": 69,
  "postSynthSeqShare_pct": 41.5,
  "finalSetupViolCount": 0,
  "max_freq_mhz": 450,
  "initial_core_util_pct": 17.0,
  "finalPower_mw": 0.405,
  "routabilityCongestion": 0.729,
  "yosysWarningCount": 3,
  "grt_pass1_wl_mm": 2.21,
  "leakagePower_nw": 0.264,
  "io_buffers": 20,
  "path_max_fanout": 9,
  "finalCritPeriodShare_pct": 92.7,
  "crit_type": "flip-flop to primary output",
  "route.antenna.diode_count": 0,
  "warnings": 25,
  "finClkSkew_ns": 0.00412,
  "finalNonFillerCells": 130,
  "tritoncts": "built",
  "placedCellCount": 126,
  "grt-ovfl-total": 0,
  "pwr_density_cell_mw_per_mm2": 500,
  "postPlaceCellArea_um2": 773,
  "grt_start_max_net_pins": 10,
  "core_region_area_mm2": 0.00342,
  "drc": 0,
  "fin_area_um2": 810,
  "io-pin-count": 21,
  "cts_setup_buffers": 0,
  "synth_top_flop_cell": "dfxtp_1",
  "ctsResizeCount": 0,
  "p_int_mw": 0.316,
  "rsz0062_at_grt": "false",
  "synth_area_um2": 579,
  "setup-tns-final_ns": 0,
  "pwr-share-comb_pct": 7.3,
  "cp.arrival_ns": 1.74
}
-- synth_stat cells, types with 2 or more instances --
cell     number  area [µm²]
a21oi_1       6        30.0
and2_1        7        43.8
buf_4         8        60.1
dfxtp_1      12         240
inv_1         3        11.3
nand2_1       5        18.8
nand3_1       2        10.0
nor2_1        4        15.0
nor3_1        2        10.0
o21ai_0       6        30.0
o31ai_1       2        15.0
or3_1         4        25.0
xnor2_1       2        17.5
-- state kept, by name, indices dropped and copies added, names as in the netlist --
| register | count |
|---|---|
| c.i | 8 |
| mooremachine.state | 4 |
-- through the flow --
step	util, %	setup WS (ns)
2_1_floorplan	-	1.00
4_1_cts	23.7	0.162
3_5_place_dp	22.6	0.467
3_3_place_gp	22.6	0.524
5_1_grt	23.7	0.0246
6_report	23.7	0.176
-- layout by cell type (no fill, tap or decap) --
| cell type | n |
|---|---|
| nand2_1 | 5 |
| or4_1 | 1 |
| o31ai_1 | 2 |
| dfxtp_1 | 12 |
| or3b_4 | 1 |
| clkbuf_8 | 1 |
| ha_1 | 1 |
| nor3_1 | 2 |
| nor2_1 | 4 |
| clkdlybuf4s50_1 | 20 |
| inv_1 | 3 |
| a21oi_1 | 6 |
| nand3_1 | 2 |
| or3_1 | 4 |
| xnor2_1 | 2 |
| o21ai_0 | 6 |
| nand4bb_1 | 1 |
| nand4_1 | 1 |
| and2_1 | 7 |
| clkbuf_4 | 3 |
-- worst max-delay path, stage by stage (launching register included) --
cell and delay, ns:
dfxtp_1 0.38, nor2_1 0.40, and2_1 0.22, clkdlybuf4s50_1 0.47
-- power by group through the flow --
stage / clock (mW) / combinational (mW) / sequential [mW]
4_1_cts: 0.166 / 0.0300 / 0.211
5_1_grt: 0.175 / 0.0342 / 0.212
6_report: 0.164 / 0.0294 / 0.211
-- path summary, 6_finish.rpt --
path	start	endpoint	slack, ns	cells after the start
setup reg to reg	c.i[0]	c.i[4]	0.85	4
hold reg to reg	mooremachine.state[2]	mooremachine.state[1]	0.45	2
setup / recovery	mooremachine.state[3]	wrdata[4]	0.18	3
hold / removal	mooremachine.state[2]	mooremachine.state[1]	0.45	2
-- metal layers --
metal | GRT usage (%) | vias to the layer above | routed length, µm
li1 | - | 261 | -
met1 | 5.93 | 232 | 618
met2 | 5.38 | 22 | 522
met3 | 1.36 | 2 | 185
met4 | 1.23 | 0 | 21
met5 | 0 | - | 0
-- kinds of logic after synthesis --
group | after synthesis | share of synthesized area (%)
compound gates | 14 | 13.0
xor+xnor | 2 | 3.02
simple gates | 28 | 27.4
fa+ha+maj | 1 | 2.16
flops | 12 | 41.5
buf+inv | 12 | 13.0
-- area by class of cell --
class	count	area [µm²]
Multi-Input combinational cell	45	264
Inverter	3	11.3
Tap cell	46	57.6
Fill cell	364	2610
Timing Repair Buffer	20	200
Clock buffer	4	36.3
Sequential cell	12	240
No activity file was given, so power comes from the tool's default toggle rates.
