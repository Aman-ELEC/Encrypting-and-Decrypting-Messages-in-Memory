==> design/flow/design.v <==
module ksa(input logic clk, input logic rst_n,
           input logic en, output logic rdy,
           input logic [23:0] key,
           output logic [7:0] addr, input logic [7:0] rddata, output logic [7:0] wrdata, output logic wren);
logic [4:0] state;
logic [8:0] i;
logic load_i;
logic [7:0] j;
logic load_j;
logic [7:0] store_i;
logic load_store_i;
logic [7:0] store_j;
logic load_store_j;
    counter_i_ksa ci_ksa(clk, en, i, load_i);
    counter_j_ksa cj_ksa(clk, en, j, load_j, rddata, key, i);
    register_store_i st_i(clk, en, rddata, store_i, load_store_i);
    register_store_j st_j(clk, en, rddata, store_j, load_store_j);
    statemachine_mooremachine_ksa mooremachine_ksa(clk, en, state, i);
    statemachine_combinational_ksa combinational_ksa(state, rdy, key, addr, rddata, wrdata, wren,
                                                    i, j, store_i, store_j, load_i, load_j,
                                                    load_store_i, load_store_j);
endmodule: ksa
module counter_i_ksa(input logic clk, input logic en,              
            output logic [8:0] i, input logic load_i);
            always_ff @(posedge clk) begin
            if (en == 1'b0)
                i <= 9'b000000000;
            else if (load_i == 1'b1)
                i <= i + 9'b000000001;
            else
                i <= i;
        end
endmodule
module counter_j_ksa(input logic clk, input logic en,              
            output logic [7:0] j, input logic load_j,
            input logic [7:0] rddata, input logic [23:0] key, input logic [8:0] i);
            always_ff @(posedge clk) begin
            if (en == 1'b0)
                j <= 8'b00000000;
            else if ((load_j == 1'b1) && (i % 3 == 0))
                j <= ((j + rddata + key[23:16]) % 256);
            else if ((load_j == 1'b1) && (i % 3 == 1))
                j <= ((j + rddata + key[15:8]) % 256);
            else if ((load_j == 1'b1) && (i % 3 == 2))
                j <= ((j + rddata + key[7:0]) % 256);
            else
                j <= j;
        end
endmodule
module register_store_i(input logic clk, input logic en, 
                        input logic [7:0] rddata,
                        output logic [7:0] store_i, input logic load_store_i);
            always_ff @(posedge clk) begin
            if (en == 1'b0)
                store_i <= 8'b00000000;
            else if (load_store_i == 1'b1)
                store_i <= rddata;
            else
                store_i <= store_i;
        end
endmodule
module register_store_j(input logic clk, input logic en, 
                        input logic [7:0] rddata,
                        output logic [7:0] store_j, input logic load_store_j);
            always_ff @(posedge clk) begin
            if (en == 1'b0)
                store_j <= 8'b00000000;
            else if (load_store_j == 1'b1)
                store_j <= rddata;
            else
                store_j <= store_j;
        end
endmodule
module statemachine_mooremachine_ksa(input logic clk,
                                     input logic en, output logic [4:0] state,
                                     input logic [8:0] i);
    logic [4:0] present_state;  
    always @(posedge clk) begin
        if (en == 1'b0) begin  
            present_state = 5'b00000;
        end else begin
            case(present_state)
                5'b00000: present_state = 5'b00001;
                5'b00001: if (i == 9'b100000000)
                    present_state = 5'b01100;
                    else begin
                        if (i % 3 == 0)
                        present_state = 5'b00010;
                        else if (i % 3 == 1)
                        present_state = 5'b00011;
                        else if (i % 3 == 2)
                        present_state = 5'b00100;
                        else
                        present_state = 4'bxxxx;
                    end
                5'b00010: present_state = 5'b00101;
                5'b00011: present_state = 5'b00101;
                5'b00100: present_state = 5'b00101;
                5'b00101: present_state = 5'b00110;
                5'b00110: present_state = 5'b01101;
                5'b01101: present_state = 5'b10000;
                5'b10000: present_state = 5'b00111;
                5'b00111: present_state = 5'b01000;
                5'b01000: present_state = 5'b01001;
                5'b01001: present_state = 5'b01010;
                5'b01010: present_state = 5'b01110;
                5'b01110: present_state = 5'b01011;
                5'b01011: present_state = 5'b01111;
                5'b01111: present_state = 5'b00001;
                5'b01100: present_state = 5'b01100;
                default: present_state = 4'bxxxx;
            endcase           
        end
        state = present_state;  
    end
endmodule
module statemachine_combinational_ksa (input logic [4:0] state, output logic rdy, input logic [23:0] key,
                                        output logic [7:0] addr, input logic [7:0] rddata,
                                        output logic [7:0] wrdata, output logic wren,
                                        input logic [8:0] i, input logic [7:0] j,
                                        input logic [7:0] store_i, input logic [7:0] store_j,
                                        output logic load_i, output logic load_j,
                                        output logic load_store_i, output logic load_store_j);
    always @(state or key or rddata or i or j or store_i or store_j) begin
            case(state)
            5'b00000: begin
                load_i =   1'b0;             
                load_j =   1'b0;
                addr =     8'b00000000;
                wrdata =   8'b00000000;
                load_store_i = 1'b0;
                load_store_j = 1'b0;
                wren =     1'b0;
                rdy =      1'b0;           
            end
            5'b00001: begin
                load_i =   1'b0;
                load_j =   1'b0;
                addr =     i[7:0];
                wrdata =   8'b00000000;  
                load_store_i = 1'b0;
                load_store_j = 1'b0;
                wren =     1'b0;
                rdy =      1'b0;           
            end
            5'b00010: begin
                load_i =   1'b0;
                load_j =   1'b1;
                addr =     i[7:0];
                wrdata =   8'b00000000;  
                load_store_i = 1'b1;
                load_store_j = 1'b0;
                wren =     1'b0;
                rdy =      1'b0;           
            end
            5'b00011: begin
                load_i =   1'b0;
                load_j =   1'b1;
                addr =     i[7:0];
                wrdata =   8'b00000000;  
                load_store_i = 1'b1;
                load_store_j = 1'b0;
                wren =     1'b0;
                rdy =      1'b0;           
            end
            5'b00100: begin
                load_i =   1'b0;
                load_j =   1'b1;
                addr =     i[7:0];
                wrdata =   8'b00000000;  
                load_store_i = 1'b1;                     
                load_store_j = 1'b0;
                wren =     1'b0;
                rdy =      1'b0;           
            end
            5'b00101: begin
                load_i =   1'b0;
                load_j =   1'b0;
                addr =     i[7:0];
                wrdata =   8'b00000000;   
                load_store_i = 1'b0;
                load_store_j = 1'b0;
                wren =     1'b0;
                rdy =      1'b0;           
            end
            5'b00110: begin
                load_i =   1'b0;
                load_j =   1'b0;
                addr =     j;
                wrdata =   8'b00000000;  
                load_store_i = 1'b0;
                load_store_j = 1'b0;
                wren =     1'b0;
                rdy =      1'b0;           
            end
            5'b01101: begin  
                load_i =   1'b0;
                load_j =   1'b0;
                addr =     j;
                wrdata =   8'b00000000;  
                load_store_i = 1'b0;
                load_store_j = 1'b0;
                wren =     1'b0;
                rdy =      1'b0;           
            end
            5'b10000: begin  
                load_i =   1'b0;
                load_j =   1'b0;
                addr =     j;
                wrdata =   8'b00000000;  
                load_store_i = 1'b0;
                load_store_j = 1'b0;
                wren =     1'b0;
                rdy =      1'b0;           
            end
            5'b00111: begin
                load_i =   1'b0;
                load_j =   1'b0;
                addr =     j;
                wrdata =   store_i;      
                load_store_i = 1'b0;
                load_store_j = 1'b1;     
                wren =     1'b0;
                rdy =      1'b0;           
            end
            5'b01000: begin
                load_i =   1'b0;
                load_j =   1'b0;
                addr =     j;
                wrdata =   store_i;       
                load_store_i = 1'b0;
                load_store_j = 1'b0;     
                wren =     1'b1;         
                rdy =      1'b0;           
            end
            5'b01001: begin
                load_i =   1'b0;
                load_j =   1'b0;
                addr =     i[7:0];
                wrdata =   store_j;      
                load_store_i = 1'b0;
                load_store_j = 1'b0;
                wren =     1'b0;
                rdy =      1'b0;           
            end
            5'b01010: begin
                load_i =   1'b0;
                load_j =   1'b0;
                addr =     i[7:0];
                wrdata =   store_j;       
                load_store_i = 1'b0;
                load_store_j = 1'b0;
                wren =     1'b1;         
                rdy =      1'b0;           
            end
            5'b01110: begin
                load_i =   1'b1;
                load_j =   1'b0;
                addr =     i[7:0];
                wrdata =   store_j;       
                load_store_i = 1'b0;
                load_store_j = 1'b0;
                wren =     1'b0;
                rdy =      1'b0;           
            end
            5'b01011: begin            
                load_i =   1'b0;
                load_j =   1'b0;
                addr =     i[7:0];
                wrdata =   store_j;       
                load_store_i = 1'b0;
                load_store_j = 1'b0;
                wren =     1'b0;
                rdy =      1'b0;           
            end
            5'b01111: begin            
                load_i =   1'b0;
                load_j =   1'b0;
                addr =     i[7:0];
                wrdata =   store_j;       
                load_store_i = 1'b0;
                load_store_j = 1'b0;
                wren =     1'b0;
                rdy =      1'b0;           
            end
            5'b01100: begin
                load_i =   1'b0;
                load_j =   1'b0;
                addr =     8'b00000000;
                wrdata =   8'b00000000;
                load_store_i = 1'b0;
                load_store_j = 1'b0;
                wren =     1'b0;
                rdy =      1'b1;           
            end
            default: begin
                load_i =   1'bx;
                load_j =   1'bx;
                addr =     8'bxxxxxxxx;
                wrdata =   8'bxxxxxxxx;
                load_store_i = 1'bx;
                load_store_j = 1'bx;
                wren =     1'bx;
                rdy =      1'bx;           
            end
            endcase
    end
endmodule
==> design/flow/run.sh <==
#!/bin/bash
# OpenROAD 26Q1-2900-gdf79404cd8, Yosys 0.63+post, stock flow scripts
make -C /OpenROAD-flow-scripts/flow DESIGN_CONFIG=/design/flow/config.mk WORK_HOME=/design/flow/orfs finish
==> design/flow/config.mk <==
export PLATFORM = sky130hd
export DESIGN_NAME = ksa
export DESIGN_NICKNAME = ksa
export VERILOG_FILES = /design/flow/design.v
export SDC_FILE = /design/flow/constraint.sdc
export NUM_CORES = 4
export LEC_CHECK = 1
export CORE_UTILIZATION = 40
==> design/flow/constraint.sdc <==
current_design ksa

set clk_period 12.1
set clk_io_pct 0.2

create_clock -name clk0 -period $clk_period [get_ports {clk}]

set non_clock_inputs [all_inputs -no_clocks]
set_input_delay [expr $clk_period * $clk_io_pct] -clock clk0 $non_clock_inputs
set_output_delay [expr $clk_period * $clk_io_pct] -clock clk0 [all_outputs]
==> results_dict.tcl <==
# metrics dict for downstream scripts
set metrics [dict create \
    status "complete, no violations" \
    rsz0062_at_grt "no" \
    critPathMaxStageDelay_ns 0.76 \
    lay_top_cells "nor2_1, clkdlybuf4s50_1, dfxtp_1" \
    htreeDepth 2 \
    total_power_mw 0.598 \
    worstSkewPairLatency_ns 0.30 \
    async_reset_ff_share_pct 0 \
    placed_cells_incl_taps 658 \
    critPathKind "flip-flop to flip-flop" \
    area_leaders "dfxtp_1, mux2i_1, ha_1" \
    synthCells 496 \
    drc 0 \
    ys_area_um2 4040 \
    post-place-ws_ns 3.17 \
    cp.required_ns 12.29 \
    cts_resized 0 \
    power_density_nw_per_um2 127 \
    row_count 36 \
    vias 3629 \
    core_area_um2 9770 \
    tool_warnings 28 \
    cts_buffers 5 \
    synth_area_um2 4040 \
    post-cts-setup-buffers 0 \
    flop_cell "dfxtp_1" \
    ctsHoldBuffers 0 \
    drv_slew 0 \
    switching_share_pct 37.5 \
    ys_cells 496 \
    start_kind "flip-flop" \
    place.gp.congestion 0.893 \
    max_freq_mhz 111 \
    syn_to_final_growth_pct 16.9 \
    drive_gt1_share_pct 6.58 \
    drt_wl_total_um 9780 \
    ioPinCount 53 \
    chip_area_um2 10500 \
    antenna-diode-count 0 \
    vias_per_cell 5.46 \
    leakagePower_nw 1.81 \
    power.switching_mw 0.224 \
    fillers 939 \
    fin_crit_ns 8.99 \
    fin_setup_tns_ns 0 \
    die_h_um 102 \
    maxSlewHeadroom_pct 48.6 \
    power_frac_comb_pct 50.3 \
    hold_viol_final 0 \
    fin_cells 665 \
    grt.overflow.total 0 \
    edf_count 0 \
    clk_pin_slew_ns 0.09 \
    ys_seq_share_pct 24.8 \
    finalWorstSetupSlack_ns 3.11 \
    p_int_mw 0.373 \
    synth.distinct_cells 83 \
    antenna_found_initial 0 \
    cp-end-kind "flip-flop" \
    fp_util_pct 41.3 \
    grt_pass1_vias 3366 \
    cts.sinks 50 \
    tritoncts "yes" \
    yosysTopAreaCellShare_pct 24.8 \
    finalSetupViolCount 0 \
    syn_area_per_cell_um2 8.14 \
    hpwl_um 7440 \
    drv_cap 0 \
    firstDrtPassIters 4 \
    grt_max_degree 25 \
    track_usage_pct 20.3 \
    clockRootBuffer "clkbuf_8" \
    clock_path_buffers 2 \
    drt_iter0_markers 148 \
    final_common_cell "nor2_1" \
    numSynthFlops 50 \
    crit_path_frequent_cell "ha_1" \
    grt_first_pass_wirelength_um 16600 \
    clkPwrFrac_pct 15.9 \
    fin_crit_sh_pct 74.3 \
    yosys.area.top_type "dfxtp_1" \
    cpMaxStageDelayCell "dfxtp_1" \
    fp.dieW_um 102 \
    finClkSkew_ns 0.00487 \
    wire_per_inst_um 14.7 \
    p_seq_share_pct 33.7 \
    path_max_fanout 19 \
    peakVddDrop_v 0.0000740 \
    port_buffers 51 \
    postRouteAntennaNets 0 \
    worst_pin_slew_ns 0.752 \
    yosysWarnings 6 \
    min_path_type "flip-flop to flip-flop" \
    critPathArrivalTime_ns 9.18 \
]
sequential cells by signal, summed over array words and instances (netlist names):
signal                  count
ci_ksa.i                    9
mooremachine_ksa.state     17
st_j.store_j                8
st_i.store_i                8
cj_ksa.j                    8
power by group through the flow:
stage / combinational [mW] / clock, mW / sequential [mW]
finish: 0.301 / 0.0951 / 0.202
global route: 0.341 / 0.106 / 0.204
CTS: 0.303 / 0.0988 / 0.202
cells in the mapped netlist, types with 15 or more instances:
| cell | count |
|---|---|
| o21ai_0 | 23 |
| inv_1 | 15 |
| clkbuf_1 | 17 |
| dfxtp_1 | 50 |
| mux2i_1 | 32 |
| ha_1 | 20 |
| and2_1 | 16 |
| a21oi_1 | 21 |
| nor3_1 | 15 |
| nand2_1 | 38 |
| nor2_1 | 57 |
| xnor2_1 | 19 |
worst paths after layout:
kind,start,end,slack (ns),depth (start not counted)
max,ci_ksa.i[7],cj_ksa.j[7],3.11,32
min,mooremachine_ksa.state[1],mooremachine_ksa.state[15],0.46,1
min reg2reg,mooremachine_ksa.state[1],mooremachine_ksa.state[15],0.46,1
max reg2reg,ci_ksa.i[7],cj_ksa.j[7],3.11,32
layout make-up:
cell class / count / area, um2 / area share [%]
Clock buffer: 5 / 68.8 / 1.46
Clock inverter: 2 / 15.0 / 0.318
Inverter: 16 / 60.1 / 1.27
Multi-Input combinational cell: 403 / 2860 / 60.6
Sequential cell: 50 / 1000 / 21.2
Tap cell: 133 / 166 / 3.53
Timing Repair Buffer: 56 / 548 / 11.6
metrics by stage:
| stage | util [%] | cell area [um2] | hold WS (ns) |
|---|---|---|---|
| 2_1_floorplan | - | 4040 | 0.421 |
| 3_3_place_gp | 47.4 | 4630 | 0.439 |
| 3_5_place_dp | 47.4 | 4630 | 0.436 |
| 4_1_cts | 48.3 | 4720 | 0.459 |
| 5_1_grt | 48.3 | 4720 | 0.491 |
| 6_report | 48.3 | 4720 | 0.455 |
worst max-delay path, delay by kind of cell, from the launching register on:
| kind | cells | cell delay (ns) |
|---|---|---|
| adder cells (fa/ha/maj) | 4 | 1.28 |
| AND-OR/OR-AND | 17 | 4.29 |
| XOR/XNOR | 2 | 0.50 |
| multiplexers | 3 | 0.69 |
| flip-flops | 1 | 0.76 |
| AND/OR/NAND/NOR | 6 | 1.34 |
cells by family after synthesis:
kind of cell / count (synthesis) / synth area share (%)
and+or+nand+nor: 193 / 25.2
DFF: 50 / 24.8
adders and majority gates: 22 / 7.19
buffers and inverters: 43 / 4.34
muxes: 36 / 9.15
AOI/OAI and AO/OA: 124 / 23.2
xor gates and xnor gates: 28 / 6.08
routing by layer:
layer | wire, um | vias to the layer above | track usage (%) | share of wire, %
met3 | 398 | 6 | 2.85 | 4.1
li1 | - | 1888 | - | -
met2 | 4710 | 69 | 33.6 | 48
met4 | 70 | 0 | 1.21 | 0.72
met1 | 4600 | 1666 | 29.8 | 47
met5 | 0 | - | 0 | 0
No activity file was given, so power comes from the tool's default toggle rates.
